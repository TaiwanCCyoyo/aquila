**design.v**
```verilog
`timescale 1ns / 1ps
module distri_ram
#(parameter ENTRY_NUM = 24, ADDR_WIDTH = 5, DATA_WIDTH = 32)
(
    input  clk_i,
    input  we_i,
    input  [DATA_WIDTH - 1: 0] branch_target_addr_i,
    input  [ADDR_WIDTH - 1: 0] write_addr_i,
    input  [ADDR_WIDTH - 1: 0] read_addr_i,
    output [DATA_WIDTH - 1: 0] data_o
);
reg [DATA_WIDTH - 1: 0] history_table [ENTRY_NUM - 1: 0];
assign data_o = history_table[read_addr_i];
integer i;
initial
begin
    for (i = 0;i < ENTRY_NUM;i = i + 1)
        history_table[i] <= 0;
end
always @(posedge clk_i)
begin
    if (we_i)
    begin
        history_table[write_addr_i] <= branch_target_addr_i;
    end
end
endmodule  
`timescale 1ns / 1ps
module uncond_BHT #( parameter ENTRY_NUM = 24, ADDR_WIDTH = 5, DATA_WIDTH = 32 )
(
    input                     clk_i,
    input                     rst_i,
    input                     stall_i,
    input  [DATA_WIDTH-1 : 0] pc_IF_i,
    input                     is_uncond_branch_i,
    input  [DATA_WIDTH-1 : 0] pc_EXE_i,
    input  [DATA_WIDTH-1 : 0] branch_target_addr_i,
    output                    uncond_branch_hit_o,
    output [DATA_WIDTH-1 : 0] uncond_branch_target_addr_o
);
reg  [DATA_WIDTH-1 : 0] uncond_branch_pc_table[ENTRY_NUM - 1: 0];
wire                    we;
wire [DATA_WIDTH-1 : 0] data_o;
wire [ENTRY_NUM-1  : 0] addr_hit_IF;
wire [ENTRY_NUM-1  : 0] addr_hit_EXE;
reg  [ADDR_WIDTH-1 : 0] read_addr;
reg  [ADDR_WIDTH-1 : 0] write_addr;
assign we = is_uncond_branch_i & ~|addr_hit_EXE;
genvar i;
generate
    for (i = 0; i < ENTRY_NUM; i = i + 1)
    begin
        assign addr_hit_IF[i] = (uncond_branch_pc_table[i] == pc_IF_i);
        assign addr_hit_EXE[i] = (uncond_branch_pc_table[i] == pc_EXE_i);
    end
endgenerate
always @( * )
begin
    case (addr_hit_IF)
        32'h0000_0002: read_addr <= 1 ;
        32'h0000_0004: read_addr <= 2 ;
        32'h0000_0008: read_addr <= 3 ;
        32'h0000_0010: read_addr <= 4 ;
        32'h0000_0020: read_addr <= 5 ;
        32'h0000_0040: read_addr <= 6 ;
        32'h0000_0080: read_addr <= 7 ;
        32'h0000_0100: read_addr <= 8 ;
        32'h0000_0200: read_addr <= 9 ;
        32'h0000_0400: read_addr <= 10;
        32'h0000_0800: read_addr <= 11;
        32'h0000_1000: read_addr <= 12;
        32'h0000_2000: read_addr <= 13;
        32'h0000_4000: read_addr <= 14;
        32'h0000_8000: read_addr <= 15;
        32'h0001_0000: read_addr <= 16;
        32'h0002_0000: read_addr <= 17;
        32'h0004_0000: read_addr <= 18;
        32'h0008_0000: read_addr <= 19;
        32'h0010_0000: read_addr <= 20;
        32'h0020_0000: read_addr <= 21;
        32'h0040_0000: read_addr <= 22;
        32'h0080_0000: read_addr <= 23;
        32'h0100_0000: read_addr <= 24;
        32'h0200_0000: read_addr <= 25;
        32'h0400_0000: read_addr <= 26;
        32'h0800_0000: read_addr <= 27;
        32'h1000_0000: read_addr <= 28;
        32'h2000_0000: read_addr <= 29;
        32'h4000_0000: read_addr <= 30;
        32'h8000_0000: read_addr <= 31;
        default:       read_addr <= 0;   
    endcase
end
always @(posedge clk_i)
begin
    if (rst_i)
    begin
        write_addr <= 0;
    end
    else if (stall_i)
    begin
        write_addr <= write_addr;
    end
    else if (we)
    begin
        write_addr <= (write_addr == (ENTRY_NUM - 1)) ? 0 : write_addr + 1;
    end
end
integer idx;
always @(posedge clk_i)
begin
    if (rst_i)
    begin
        for (idx = 0; idx < ENTRY_NUM; idx = idx + 1)
            uncond_branch_pc_table[idx] <= 0;
    end
    else if (stall_i)
    begin
        for (idx = 0; idx < ENTRY_NUM; idx = idx + 1)
            uncond_branch_pc_table[idx] <= uncond_branch_pc_table[idx];
    end
    else if (we)
    begin
        uncond_branch_pc_table[write_addr] <= pc_EXE_i;
    end
end
distri_ram #(.ENTRY_NUM(ENTRY_NUM), .ADDR_WIDTH(ADDR_WIDTH), .DATA_WIDTH(DATA_WIDTH))
uncond_BHT_distri_ram_0(
    .clk_i(clk_i),
    .we_i(we),
    .write_addr_i(write_addr),
    .read_addr_i(read_addr),
    .branch_target_addr_i(branch_target_addr_i),
    .data_o(data_o)
);
assign uncond_branch_hit_o = ( | addr_hit_IF) & ( | pc_IF_i);
assign uncond_branch_target_addr_o = {32{( | addr_hit_IF)}} & data_o;
endmodule  
```
**run.sh**
```bash
#!/bin/bash
# OpenROAD 26Q1-2900-gdf79404cd8, Yosys 0.63+post, stock flow scripts
make -C /OpenROAD-flow-scripts/flow DESIGN_CONFIG=/design/flow/config.mk WORK_HOME=/design/flow/orfs finish
```
**config.mk**
```make
export PLATFORM = sky130hd
export DESIGN_NAME = uncond_BHT
export DESIGN_NICKNAME = uncond_BHT
export VERILOG_FILES = /design/flow/design.v
export SDC_FILE = /design/flow/constraint.sdc
export NUM_CORES = 4
export LEC_CHECK = 1
export CORE_UTILIZATION = 40
```
**constraint.sdc**
```tcl
current_design uncond_BHT

set clk_period 73.5
set clk_io_pct 0.2

create_clock -name clk0 -period $clk_period [get_ports {clk_i}]

set non_clock_inputs [all_inputs -no_clocks]
set_input_delay [expr $clk_period * $clk_io_pct] -clock clk0 $non_clock_inputs
set_output_delay [expr $clk_period * $clk_io_pct] -clock clk0 [all_outputs]
```
==> Slide: Implementation Results <==
Synthesis and Place & Route Summary

Min path
  – HP Start: write_addr[1]
  – Hold crit path type: reg -> reg
  – Hold EP: write_addr[1]
  – Hold Path Cell Cnt: 2

Clock network
  – Clock Path Buffers: 3
  – CTS buffer count: 170
  – Root Buffer Master: clkbuf_16
  – Hold-fix buffers, CTS: 0
  – Clk sinks: 1,541
  – CTS tree: built
  – Clk pin slew, worst setup/hold paths: 60 ps
  – H-tree depth: 4
  – Clk latency late pin: 840 ps
  – Post-CTS Setup Repair Bufs: 0
  – CTS resizes: 0

Setup path
  – CP endpoint kind: output pin
  – CP Class: in -> out
  – Startpoint types: input pin
  – CP Cell Sequence: buf_2 -> buf_4 -> xnor2_1 -> nand4_1 -> nor4_1 -> nand4_1 -> xnor2_1 -> nand2_1 -> o31ai_1 -> a211o_4 -> buf_4 -> buf_4 -> mux2i_1 -> o22a_1 -> a32o_1 -> a211oi_2 -> clkdlybuf4s50_1
  – Slowest CP cell: nor4_1
  – RR Startpoint: uncond_branch_pc_table[3][11]
  – Largest fanout on the critical path: 36
  – Crit path DRT: 58,800 ps
  – Crit Reg-Reg Endpoint: uncond_branch_pc_table[22][8]
  – Slowest stage delay, CP: 700 ps
  – Most used cell along the critical path: buf_4
  – Crit path DAT: 21,380 ps
  – R2R cell count: 15
  – Reg2Reg Setup Slack: 67,450 ps

Synth
  – Cell area after synthesis: 78,700 sq um
  – Area fraction in xor and xnor cells: 0.173
  – Async set-or-reset flop fraction in the synthesized netlist: 0
  – Synth Area in Compound Gates: 0.0335
  – Yosys Instances: 5,861
  – Synth cell types: 78
  – Yosys reg bits: 1,541
  – Leading area contributor after synthesis: edfxtp_1
  – Post-synth seq share: 0.588
  – YS chip area: 78,700 sq um
  – Top cells by area: edfxtp_1 59%, xnor2_1 12%, and2_1 6.1%, xor2_1 5.7%, mux2_2 3.4%
  – Mux frac, synth: 0.0543
  – Adder share: 0.000636
  – Top FF cell, synth: edfxtp_1
  – Top-area cell share: 0.586
  – Mapped Cells: 5,861
  – Mapped Avg Cell Area: 13.4 sq um
  – YS warnings: 2
  – Number of flops mapped to enable cells by yosys: 1,536
  – Dominant comb cell: XOR/XNOR gates
  – Simple share: 0.119

Floorplan
  – Die height: 445 um
  – Chip area: 198,000 sq um
  – Core area: 195,000 sq um
  – Starting Density: 0.403
  – Row cnt: 162
  – Io pins: 133
  – Die W: 445 um

Status
  – Outcome: finished clean

Global routing
  – Met1 usage in global routing: 0.365
  – Met2 Use GR: 0.420
  – Vias in the first global route: 49,900
  – GRT Residual Overflow: 0
  – GR Util met3: 0.151
  – First-pass GRT wire length: 369 mm
  – Initial antenna violation count: 7
  – GRT Resource Usage Total: 0.283
  – Pin count of the biggest net entering global routing: 100
  – Most Used Layer, Global Route: met2

Routing
  – Routed vias: 48,400
  – Wire per inst: 30.1 um
  – DRT Pass-1 Iters: 6
  – First DRT Iteration DRCs: 3,776
  – ANT nets after route: 0
  – # DRC: 0
  – Via density: 5.57
  – Total Wirelength: 261 mm

Power
  – LEAKAGE: 28.7 nW
  – Power Dens Cells: 22.7 nW/um^2
  – Max VDD drop: 0.0210 mV

STA
  – Final setup fails: 0
  – Worst Clk Skew: 60.2 ps
  – Fin worst setup slack: 37,420 ps
  – Max Fclk: 0.0277 GHz
  – Fin Setup TNS: 0 ps
  – Fin crit share: 0.491
  – Max-slew violation count: 0
  – Tightest Pin Transition: 1310 ps
  – Final hold slack: 573 ps
  – RSZ-0062 raised after global routing: false
  – Rel. slew slack: 0.125
  – Tmin final: 36,080 ps
  – Final hold viol count: 0

Placement
  – DP HPWL: 158 mm
  – Placer congestion estimate: 0.956
  – Dpl ws: 37,560 ps
  – I/O Buffers: 132

Flow run
  – Total tool warning count: 29
  – Max_cap viols: 0

Final layout
  – Area Growth Syn to Fin: 11.9%
  – Layout cells sized above 1: 0.143
registers in the layout, indices dropped and copies added, names as in the netlist:
| register | count |
|---|---|
| uncond_BHT_distri_ram_0.history_table | 768 |
| write_addr | 5 |
| uncond_branch_pc_table | 768 |
worst max-delay path: cells and delay by family:
kind            cells  cell delay, ps
xor+xnor            2             600
simple gates        4            1460
compound gates      5            1350
buf+inv             5            2970
mux                 1             170
through the flow:
| stage | instance area [sq um] | total power, mW | instances | util |
|---|---|---|---|---|
| after floorplan | 78700 | 1.11 | 5861 | - |
| after global placement | 82500 | 1.17 | 8366 | 0.423 |
| after detailed placement | 82500 | 1.17 | 8366 | 0.423 |
| after CTS | 88000 | 2.01 | 8683 | 0.451 |
| after global routing | 88000 | 2.05 | 8686 | 0.451 |
| final | 88000 | 2.00 | 8690 | 0.451 |
synth_stat cells, drive strengths merged, types with 30 or more instances:
cell type,count
nor2,92
nand2,95
mux2i,153
a222oi,32
and2,774
mux2,243
buf,261
a211oi,30
clkbuf,207
nand4,306
a21oi,132
edfxtp,1536
nor4,201
xnor2,1037
xor2,513
kinds of logic (layout without fill, tap and decap cells):
kind of cell / count (synthesis) / in the layout
flip-flops: 1541 / 1541
AND/OR/NAND/NOR: 1543 / 1543
other: 0 / 7
XOR/XNOR: 1550 / 1550
multiplexers: 396 / 396
AND-OR/OR-AND: 353 / 353
adder cells (fa/ha/maj): 4 / 4
buffers and inverters: 474 / 672
where the power goes:
part | switching, mW | total (mW) | internal [mW] | leakage [nW]
Combinational | 0.103 | 0.156 | 0.0533 | 11.2
Clock | 0.365 | 0.839 | 0.474 | 2.64
Sequential | 0.0163 | 1.00 | 0.985 | 14.9
worst max-delay path by stage:
stage	slack, ps	to	from
after CTS	37510	uncond_branch_target_addr_o[23]	pc_IF_i[26]
final	37420	uncond_branch_target_addr_o[23]	pc_IF_i[1]
after global routing	37210	uncond_branch_target_addr_o[7]	pc_IF_i[1]
cells in the final DEF, fill, tap and decap left out, drive strengths merged, types with 5 or more instances in the layout:
master,instances
a21oi,132
a311oi,9
o22ai,26
nand4b,10
edfxtp,1536
clkinv,75
a32o,26
nor4,201
o22a,25
nor3b,10
nand4,306
dfxtp,5
o211ai,9
a211oi,30
buf,282
a31o,5
xor2,513
xnor2,1037
or2,10
bufinv,11
nand3,5
clkinvlp,7
o21bai,14
a221oi,7
nand2,95
nor2,92
diode,7
and2,774
and4,12
a222oi,32
clkdlybuf4s50,67
mux2i,153
and3,6
mux2,243
clkbuf,216
o21ai,15
inv,14
nor3,11
per-layer routing:
layer,vias to the layer above,routed length [um],share of wire
met5,-,329,0.0013
met4,12,10700,0.041
met3,553,34400,0.13
met2,2762,121000,0.46
met1,23800,95000,0.36
li1,21200,-,-
layout make-up:
cell class / instances / area, sq um
inverter: 6 / 22.5
clock buffer: 216 / 4470
clock inverter: 101 / 985
fill: 17200 / 107000
sequential: 1541 / 46200
tap: 2624 / 3280
antenna: 7 / 17.5
multi-input combinational: 3846 / 30300
timing repair buffer: 349 / 2720
No activity file was given, so power comes from the tool's default toggle rates.
