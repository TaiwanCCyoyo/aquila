===== flow/config.mk =====
export PLATFORM = sky130hd
export DESIGN_NAME = bpu
export DESIGN_NICKNAME = bpu
export VERILOG_FILES = /design/flow/design.v
export SDC_FILE = /design/flow/constraint.sdc
export NUM_CORES = 4
export LEC_CHECK = 1
export CORE_UTILIZATION = 30

===== flow/constraint.sdc =====
current_design bpu

set clk_period 27.8
set clk_io_pct 0.2

create_clock -name clk0 -period $clk_period [get_ports {clk_i}]

set non_clock_inputs [all_inputs -no_clocks]
set_input_delay [expr $clk_period * $clk_io_pct] -clock clk0 $non_clock_inputs
set_output_delay [expr $clk_period * $clk_io_pct] -clock clk0 [all_outputs]

===== flow/design.v =====
`timescale 1ns / 1ps 
module bpu #( parameter ENTRY_NUM = 24, ADDR_WIDTH = 5, DATA_WIDTH = 32 )
(
    input                       clk_i,
    input                       rst_i,
    input                       stall_i,
    input  [DATA_WIDTH - 1 : 0] pc_IF_i,
    input                       is_cond_branch_i,
    input  [DATA_WIDTH - 1 : 0] pc_EXE_i,
    input                       branch_taken_i,
    input  [DATA_WIDTH-1 : 0]   branch_target_addr_i,
    input                       cond_branch_misprediction_i,
    output                      cond_branch_hit_o,
    output                      cond_branch_result_o,
    output [DATA_WIDTH-1 : 0]   cond_branch_target_addr_o
);
wire we;
wire [DATA_WIDTH - 1 : 0] data_out;
wire [ENTRY_NUM - 1  : 0] addr_hit_IF, addr_hit_EXE;
reg  [ADDR_WIDTH - 1 : 0] read_addr, update_addr;
reg  [ADDR_WIDTH - 1 : 0] write_addr;
reg  [DATA_WIDTH - 1 : 0] cond_branch_pc_table[ENTRY_NUM - 1 : 0];
reg  [1: 0]               prediction_table[ENTRY_NUM - 1 : 0];
assign we = ~stall_i & is_cond_branch_i & ~|addr_hit_EXE;  
genvar i;
generate
    for (i = 0; i < ENTRY_NUM; i = i + 1)
    begin
        assign addr_hit_IF[i] = (cond_branch_pc_table[i] == pc_IF_i);
        assign addr_hit_EXE[i] = (cond_branch_pc_table[i] == pc_EXE_i);
    end
endgenerate
always @(posedge clk_i)
begin
    if (rst_i)
    begin
        write_addr <= 0;
    end
    else if (stall_i)
    begin
        write_addr <= write_addr;
    end
    else if (we)
    begin
        write_addr <= (write_addr == (ENTRY_NUM - 1)) ? 0 : write_addr + 1;
    end
end
always @( * )
begin
    case (addr_hit_IF)
        32'h0000_0002: read_addr <= 1 ;
        32'h0000_0004: read_addr <= 2 ;
        32'h0000_0008: read_addr <= 3 ;
        32'h0000_0010: read_addr <= 4 ;
        32'h0000_0020: read_addr <= 5 ;
        32'h0000_0040: read_addr <= 6 ;
        32'h0000_0080: read_addr <= 7 ;
        32'h0000_0100: read_addr <= 8 ;
        32'h0000_0200: read_addr <= 9 ;
        32'h0000_0400: read_addr <= 10;
        32'h0000_0800: read_addr <= 11;
        32'h0000_1000: read_addr <= 12;
        32'h0000_2000: read_addr <= 13;
        32'h0000_4000: read_addr <= 14;
        32'h0000_8000: read_addr <= 15;
        32'h0001_0000: read_addr <= 16;
        32'h0002_0000: read_addr <= 17;
        32'h0004_0000: read_addr <= 18;
        32'h0008_0000: read_addr <= 19;
        32'h0010_0000: read_addr <= 20;
        32'h0020_0000: read_addr <= 21;
        32'h0040_0000: read_addr <= 22;
        32'h0080_0000: read_addr <= 23;
        32'h0100_0000: read_addr <= 24;
        32'h0200_0000: read_addr <= 25;
        32'h0400_0000: read_addr <= 26;
        32'h0800_0000: read_addr <= 27;
        32'h1000_0000: read_addr <= 28;
        32'h2000_0000: read_addr <= 29;
        32'h4000_0000: read_addr <= 30;
        32'h8000_0000: read_addr <= 31;
        default:       read_addr <= 0;   
    endcase
end
always @( * )
begin
    case (addr_hit_EXE)
        32'h0000_0002: update_addr <= 1 ;
        32'h0000_0004: update_addr <= 2 ;
        32'h0000_0008: update_addr <= 3 ;
        32'h0000_0010: update_addr <= 4 ;
        32'h0000_0020: update_addr <= 5 ;
        32'h0000_0040: update_addr <= 6 ;
        32'h0000_0080: update_addr <= 7 ;
        32'h0000_0100: update_addr <= 8 ;
        32'h0000_0200: update_addr <= 9 ;
        32'h0000_0400: update_addr <= 10;
        32'h0000_0800: update_addr <= 11;
        32'h0000_1000: update_addr <= 12;
        32'h0000_2000: update_addr <= 13;
        32'h0000_4000: update_addr <= 14;
        32'h0000_8000: update_addr <= 15;
        32'h0001_0000: update_addr <= 16;
        32'h0002_0000: update_addr <= 17;
        32'h0004_0000: update_addr <= 18;
        32'h0008_0000: update_addr <= 19;
        32'h0010_0000: update_addr <= 20;
        32'h0020_0000: update_addr <= 21;
        32'h0040_0000: update_addr <= 22;
        32'h0080_0000: update_addr <= 23;
        32'h0100_0000: update_addr <= 24;
        32'h0200_0000: update_addr <= 25;
        32'h0400_0000: update_addr <= 26;
        32'h0800_0000: update_addr <= 27;
        32'h1000_0000: update_addr <= 28;
        32'h2000_0000: update_addr <= 29;
        32'h4000_0000: update_addr <= 30;
        32'h8000_0000: update_addr <= 31;
        default:       update_addr <= 0;   
    endcase
end
integer idx;
always @(posedge clk_i)
begin
    if (rst_i)
    begin
        for (idx = 0; idx < ENTRY_NUM; idx = idx + 1)
            cond_branch_pc_table[idx] <= 0;
    end
    else if (stall_i)
    begin
        for (idx = 0; idx < ENTRY_NUM; idx = idx + 1)
            cond_branch_pc_table[idx] <= cond_branch_pc_table[idx];
    end
    else if (we)
    begin
        cond_branch_pc_table[write_addr] <= pc_EXE_i;
    end
end
always @(posedge clk_i)
begin
    if (rst_i)
    begin
        for (idx = 0; idx < ENTRY_NUM; idx = idx + 1)
            prediction_table[idx] <= 2'b0;
    end
    else if (stall_i)
    begin
        for (idx = 0; idx < ENTRY_NUM; idx = idx + 1)
            prediction_table[idx] <= prediction_table[idx];
    end
    else
    begin
        if (we)
        begin
            prediction_table[write_addr] <= {branch_taken_i, branch_taken_i};
        end
        else if (cond_branch_misprediction_i)
        begin
            case (prediction_table[update_addr])
                2'b00:   
                    if (branch_taken_i)
                        prediction_table[update_addr] <= 2'b01;
                    else
                        prediction_table[update_addr] <= 2'b00;
                2'b01:   
                    if (branch_taken_i)
                        prediction_table[update_addr] <= 2'b11;
                    else
                        prediction_table[update_addr] <= 2'b00;
                2'b10:   
                    if (branch_taken_i)
                        prediction_table[update_addr] <= 2'b11;
                    else
                        prediction_table[update_addr] <= 2'b00;
                2'b11:   
                    if (branch_taken_i)
                        prediction_table[update_addr] <= 2'b11;
                    else
                        prediction_table[update_addr] <= 2'b10;
            endcase
        end
    end
end
distri_ram #(.ENTRY_NUM(ENTRY_NUM), .ADDR_WIDTH(ADDR_WIDTH), .DATA_WIDTH(DATA_WIDTH))
           BPU_distri_ram_0(
               .clk_i(clk_i),
               .we_i(we),
               .write_addr_i(write_addr),
               .read_addr_i(read_addr),
               .branch_target_addr_i(branch_target_addr_i),
               .data_o(data_out)
           );
assign cond_branch_hit_o = ( | addr_hit_IF) & ( | pc_IF_i);
assign cond_branch_result_o = ( | prediction_table[read_addr][1]);
assign cond_branch_target_addr_o = {32{( | addr_hit_IF)}} & data_out;
endmodule    
`timescale 1ns / 1ps
module distri_ram
#(parameter ENTRY_NUM = 24, ADDR_WIDTH = 5, DATA_WIDTH = 32)
(
    input  clk_i,
    input  we_i,
    input  [DATA_WIDTH - 1: 0] branch_target_addr_i,
    input  [ADDR_WIDTH - 1: 0] write_addr_i,
    input  [ADDR_WIDTH - 1: 0] read_addr_i,
    output [DATA_WIDTH - 1: 0] data_o
);
reg [DATA_WIDTH - 1: 0] history_table [ENTRY_NUM - 1: 0];
assign data_o = history_table[read_addr_i];
integer i;
initial
begin
    for (i = 0;i < ENTRY_NUM;i = i + 1)
        history_table[i] <= 0;
end
always @(posedge clk_i)
begin
    if (we_i)
    begin
        history_table[write_addr_i] <= branch_target_addr_i;
    end
end
endmodule  

===== flow/run.sh =====
#!/bin/bash
# OpenROAD 26Q1-2900-gdf79404cd8, Yosys 0.63+post, stock flow scripts
make -C /OpenROAD-flow-scripts/flow DESIGN_CONFIG=/design/flow/config.mk WORK_HOME=/design/flow/orfs finish

==> out/metrics.cfg <==
[grt]
grt.overflow.total=0
grt_max_degree=101
grt_pass1_vias=52200
grt_util_all_layers_pct=21.2
grt_pass1_wl_um=385000
grt_antenna_before_repair=20

[route]
wl_um=273000
wl_per_cell_um=28.0
drcViolationCount=0
num_vias=49800
viasPerCell=5.12
drt_iter0_drc=4002
antenna_left=0
drtPass1Iterations=7

[cells_and_area]
combGateArea_mm2=0.0311
drive_above_1_share_pct=12.4
final_cell_mix=edfxtp_1 (1584), xor2_1 (845), and2_1 (771)
seq_area_mm2=0.0477
area_growth_pct=13.6
nFillCells=25500
lay_top_count=edfxtp_1

[logic_synthesis]
synthFlopType=edfxtp_1
ys_cells=5951
edf_count=1584
synthDistinctLibCells=84
synth_chip_area_mm2=0.0809
synth_flop_count=1589
synth_area_mm2=0.0809
synth_cells=5951
syn_area_per_cell_um2=13.6
synth_async_sr_flop_share_pct=0
yosys_warnings=2
ys_seq_share_pct=58.9

[worst_hold_path]
hp-start=write_addr[1]
min_to=write_addr[1]
min_path_cells=2
holdCritPathClass=flip-flop to flip-flop

[sta]
finalSetupViolCount=0
timing.hold.ws_ps=598
worst_pin_slew_ps=1140
fin_crit_sh_pct=70.5
slew_violations=0
finClkSkew_ps=96.7
hold_viol=0
rsz0062_at_grt=no
period_minus_slack_ps=19610
max_freq_ghz=0.0510
slew_headroom_pct=23.9
tns_ps=0

[critical_path]
critPathKind=input pin to output pin
path_cells=buf_2 > buf_4 > xor2_1 > nor4_1 > nand4_1 > nor2_1 > or4_1 > nand4bb_1 > nor4bb_1 > a211o_1 > or2_4 > buf_4 > buf_4 > buf_4 > mux4_2 > a22oi_1 > nand3_1 > clkdlybuf4s50_1
cpMaxStageDelayCell=nor4bb_1
rr_startpoint=cond_branch_pc_table[15][28]
setup.worst_path.start=pc_IF_i[24]
worstReg2RegEnd=prediction_table[5][1]
cp.required_ps=22240
r2r_slack_ps=21250
arrival_ps=14050
end_kind=output pin
r2r_cells=14
startpoint_type=input pin
path_max_fanout=51
crit_top_cell=buf_4
worst_path_largest_cell_delay_ps=1060

[job]
cap_viol_max_count=0
tool_warnings=32

[cts]
clk_pin_slew_ps=60
insertion_delay_ps=880
cts_buffer_depth=3
cts_sinks=1589
numCtsBuffers=177
root_buffer=clkbuf_16
cts_resized=0
htree_levels=4
cts_tree=done
cts_setup_buffers=0
ctsHoldBuffers=0

[floorplan]
fp_util_pct=30.2
chipArea_mm2=0.272
std_cell_rows=190
io_pins=136
die_y_um=521
coreArea_mm2=0.268
die_w_um=521

[placement]
dp_hpwl_um=167000
portBuffers=135
place.gp.congestion=0.981

[pwr]
sequentialPowerShare_pct=49.5
power.net_switching_mw=1.34
powerDensity_mw_per_mm2=60.0
peakVddDrop_mv=0.0706
p_leak_nw=30.5
p_int_mw=4.18
clkPwrFrac_pct=43.2
pwr-share-comb_pct=7.3
switching_share_pct=24.2

[status]
status=complete, no violations

final cells by class:
type / instances / area share (%)
clock buffers: 211 / 4.96
inverters: 13 / 0.0531
diodes: 6 / 0.0163
flip-flops and latches: 1589 / 51.9
multi-input cells: 3904 / 33.8
well taps: 3552 / 4.84
repair buffers: 340 / 2.89
clock inverters: 117 / 1.51
cell families after synthesis:
| logic type | after synthesis | share of synthesized area [%] |
|---|---|---|
| AND/OR/NAND/NOR | 1810 | 13.2 |
| flip-flops | 1589 | 58.9 |
| XOR/XNOR | 1567 | 17.0 |
| buffers and inverters | 458 | 2.98 |
| multiplexers | 294 | 5.68 |
| AND-OR/OR-AND | 229 | 2.14 |
| adder cells (fa/ha/maj) | 4 | 0.0619 |
power by group through the flow:
stage	combinational (mW)	sequential, mW	clock [mW]
CTS	0.399	2.73	2.42
global route	0.427	2.73	2.51
finish	0.404	2.73	2.38
registers in the layout (all words and copies together), names as in the netlist:
signal,flops
write_addr,5
cond_branch_pc_table,768
prediction_table,48
BPU_distri_ram_0.history_table,768
cells in the mapped netlist (3+ instances only):
master     instances  share of area, %
nor2_1           148              0.69
nand2_1          122              0.57
xnor2_1          722               7.8
mux2i_1          151               1.9
a22oi_1           96              0.89
clkbuf_1         194              0.90
and2_1           772               6.0
a21o_1            14              0.13
inv_1             13             0.060
ha_1               4             0.062
a311o_1            3             0.037
or2_2             34              0.26
dfxtp_1            5              0.12
a2111oi_0          6             0.065
or3_1              3             0.023
and3_1            10             0.077
buf_2            148              0.92
a21oi_1           22              0.14
o211ai_1          13              0.12
nor4bb_1           3             0.037
buf_4             66              0.61
nand2b_1          16              0.12
or4_1              6             0.056
a211oi_1          16              0.15
and4_1            20              0.22
buf_6             34              0.47
xor2_1           845               9.2
mux4_2           130               3.6
edfxtp_1        1584                59
nand3_1           53              0.33
nor3_1            34              0.21
nor2b_1            8             0.062
nand3b_1           7             0.065
nor4b_1            5             0.054
mux2_2            12              0.17
o21ai_0           17              0.11
nand4_1          285               2.2
nor4_1           265               2.1
o2111ai_1          5             0.054
nor3b_1            3             0.028
through the flow:
| step | util (%) | total power, mW | worst slack (ps) | std cells | area (um^2) |
|---|---|---|---|---|---|
| after floorplan | - | 3.01 | 12880 | 5951 | 80900 |
| after global placement | 32.1 | 3.17 | 8410 | 9398 | 85900 |
| after detailed placement | 32.1 | 3.18 | 8410 | 9398 | 85900 |
| after CTS | 34.3 | 5.55 | 8400 | 9726 | 91900 |
| after global routing | 34.3 | 5.67 | 7740 | 9728 | 91900 |
| final | 34.3 | 5.52 | 8190 | 9732 | 91900 |
layer usage:
| metal | vias up | track usage [%] | part of all wire [%] | wire (um) |
|---|---|---|---|---|
| met5 | - | 1.23 | 0.098 | 268 |
| met4 | 24 | 8.75 | 5.2 | 14300 |
| met3 | 632 | 12.6 | 14 | 38800 |
| met2 | 3064 | 31.0 | 45 | 121000 |
| met1 | 24300 | 25.6 | 36 | 98100 |
| li1 | 21700 | - | - | - |
critical path: cells and delay by family:
family,cells,cell delay (ps)
AOI/OAI and AO/OA,2,490
buffers and inverters,6,3830
and+or+nand+nor,8,3390
xor gates and xnor gates,1,180
muxes,1,410
worst max-delay path by stage:
| stage | to | slack (ps) | cells after the start |
|---|---|---|---|
| CTS | cond_branch_target_addr_o[22] | 8400 | 19 |
| global route | cond_branch_target_addr_o[26] | 7740 | 18 |
| finish | cond_branch_target_addr_o[26] | 8190 | 18 |
Power figures rest on the tool's default switching activity, not on a simulated workload.
